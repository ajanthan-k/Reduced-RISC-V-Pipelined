### design/flow/design.v
module Writeback_mux #(
  parameter WIDTH = 32
)(
  input logic [WIDTH-1:0] ReadDataW,
  input logic [WIDTH-1:0] PCPlus4W,
  input logic [WIDTH-1:0] ALUResultW,
  input logic [1:0] ResultSrcW,
  output logic [WIDTH-1:0] ResultW
);
always_comb begin
        casez (ResultSrcW)
            2'b00:  ResultW = ALUResultW; 
            2'b01:  ResultW = ReadDataW;
            2'b10:  ResultW = PCPlus4W;
           default: ResultW = 0;
        endcase
     end
endmodule
module Writeback_top #(
  parameter WIDTH = 32
)(
  input logic    clk,
  input logic RegWriteM,
  input logic [1:0] ResultSrcM,
  input logic [WIDTH-1:0] ALUResultM,
  input logic [WIDTH-1:0] ReadDataM,
  input logic [4:0] RdM,
  input logic [WIDTH-1:0] PCPlus4M,
  output logic RegWriteW,
  output logic [4:0] RdW,
  output logic [WIDTH-1:0] ResultW
);
logic [1:0] ResultSrcW;
logic [WIDTH-1:0] ALUResultW;
logic [WIDTH-1:0] ReadDataW;
logic [WIDTH-1:0] PCPlus4W;
always_ff @(posedge clk) begin
    RegWriteW <= RegWriteM; 
    ResultSrcW <= ResultSrcM;
    ALUResultW <= ALUResultM;
    ReadDataW <= ReadDataM;
    RdW <= RdM;
    PCPlus4W <= PCPlus4M;
end
Writeback_mux Writeback_mux (
  .ALUResultW (ALUResultW),
  .ReadDataW (ReadDataW),
  .PCPlus4W (PCPlus4W),
  .ResultW (ResultW),
  .ResultSrcW (ResultSrcW)
);
endmodule
### design/flow/run.sh
#!/bin/bash
# OpenROAD 26Q1-2900-gdf79404cd8, Yosys 0.63+post, stock flow scripts
make -C /OpenROAD-flow-scripts/flow DESIGN_CONFIG=/design/flow/config.mk WORK_HOME=/design/flow/orfs finish
### design/flow/config.mk
export PLATFORM = sky130hd
export DESIGN_NAME = Writeback_top
export DESIGN_NICKNAME = Writeback_top
export VERILOG_FILES = /design/flow/design.v
export SDC_FILE = /design/flow/constraint.sdc
export NUM_CORES = 4
export LEC_CHECK = 1
export CORE_UTILIZATION = 30
### design/flow/constraint.sdc
current_design Writeback_top

set clk_period 3.5
set clk_io_pct 0.2

create_clock -name clk0 -period $clk_period [get_ports {clk}]

set non_clock_inputs [all_inputs -no_clocks]
set_input_delay [expr $clk_period * $clk_io_pct] -clock clk0 $non_clock_inputs
set_output_delay [expr $clk_period * $clk_io_pct] -clock clk0 [all_outputs]
==> out/summary.json <==
{
  "tool_warnings": 25,
  "internal_power_component_mw": 1.797,
  "hold_end": "RdW[4]$_DFF_P_",
  "ant_nets_after_route": 0,
  "max_cap_viols": 0,
  "yosysUniqueCellTypes": 9,
  "fillers": 840,
  "cts-resized-gates": 0,
  "track_usage_pct": 12.40,
  "final-hold-violation-count": 0,
  "ir_drop_mv": 0.2551,
  "p_per_area_mw_per_mm2": 496.6,
  "final-seq-area_mm2": 0.002083,
  "crit_arrival_ns": 2.09,
  "largest_net_degree_at_the_start_of_global_routing": 33,
  "count_of_flip_flops_with_a_built_in_enable_after_synthesis": 0,
  "family_of_cells_with_the_greatest_summed_delay_on_the_critical_path": "buffers and inverters",
  "outcome": "finished, final reports clean",
  "critical_path_cell_list": "nor2b_4 > buf_4 > o2bb2ai_1 > clkdlybuf4s50_1",
  "area_delta_synth_final_pct": 59.49,
  "netlist.top_cell.by_instances": "sky130_fd_sc_hd__dfxtp_1",
  "grt_remaining_overflow": 0,
  "fp-utilization_pct": 31.05,
  "critPathLaunchType": "flop",
  "ys.flops": 104,
  "finalWirelength_um": 5854,
  "path_buffers": 2,
  "netSwitchingPower_mw": 0.4757,
  "timing.final.setup_violations": 0,
  "ys_cells": 181,
  "cts-htree-levels": 3,
  "yosys_most_used_dff": "sky130_fd_sc_hd__dfxtp_1",
  "p_total_mw": 2.272,
  "first_global_vias": 1954,
  "first_pass_grt_wire_length_um": 9239,
  "clockPowerShare_pct": 33.4,
  "cells_taking_the_most_area_after_synthesis": "sky130_fd_sc_hd__dfxtp_1, sky130_fd_sc_hd__mux2i_1, sky130_fd_sc_hd__o2bb2ai_1",
  "cts_made_buffers": 9,
  "critical-path-slowest-cell": "sky130_fd_sc_hd__clkdlybuf4s50_1",
  "syn_area_mm2": 0.002869,
  "yosys_area_mm2": 0.002869,
  "timing.hold.worst.start": "RdM[4]",
  "tritoncts_num_sinks": 104,
  "synth.cellmix.adderShare_pct": 0,
  "std_cell_rows": 35,
  "synth_top_cell_by_area": "sky130_fd_sc_hd__dfxtp_1",
  "tritoncts": "built",
  "final.min_clock_period_ns": 2.793,
  "ys_warn_count": 2,
  "timing_worst_slew_pin_value_ns": 0.5764,
  "hold-path-cell-count": 1,
  "fin_tns_setup_ns": 0,
  "layout.area.comb_um2": 676.9,
  "worst_case_clock_buffer_depth": 2,
  "critPathMaxStageDelay_ns": 0.49,
  "synth-async-reset-ratio_pct": 0,
  "leakagePower_nw": 1.813,
  "clk_pin_slew_ns": 0.10,
  "vias_per_cell": 3.974,
  "post_synth_ao_oa_area_fraction_pct": 11.95,
  "final-max-slew-violation-count": 0,
  "avgRoutedWirePerCell_um": 12.75,
  "timing.slew.headroom_pct": 61.57,
  "ys_seq_share_pct": 72.57,
  "routed-via-count": 1824,
  "timing.hold.worst.class": "in -> reg",
  "boundaryPins": 143,
  "grt_antenna_before_repair": 0,
  "power.share.sequential_pct": 55.6,
  "fp.coreArea_mm2": 0.009240,
  "synth-simple-area-share_pct": 0.4797,
  "floorplan.die.height_um": 99.79,
  "unrepaired_setup_endpoints_after_global_routing": "false",
  "top_cell_area_share_pct": 72.57,
  "number_of_instances_in_the_synthesized_netlist": 181,
  "drtPass1Iterations": 3,
  "post_synth_xor_xnor_area_pct": 0,
  "globalplace.congestion": 0.7356,
  "insertedDiodeCount": 0,
  "synth.top_cells.by_count": "sky130_fd_sc_hd__dfxtp_1, sky130_fd_sc_hd__mux2i_1, sky130_fd_sc_hd__o2bb2ai_1",
  "max_freq_ghz": 0.3580,
  "postCtsSetupRepairBufs": 0,
  "detailed_route_iter0_violations": 14,
  "clock_tree.root_cell": "sky130_fd_sc_hd__clkbuf_8",
  "synth.logic.top_family": "AND-OR/OR-AND gates",
  "min_period_over_period_pct": 79.80,
  "worst-setup-path-type": "reg -> out",
  "postSynthAreaPerCell_um2": 15.85,
  "synthMuxAreaShare_pct": 11.16,
  "io_buffer_count": 142,
  "final_layout_size_suffix_gt1_share_pct": 9.394,
  "critPathMaxFanout": 22,
  "p_sw_share_pct": 20.93,
  "power_frac_comb_pct": 11.1,
  "ctsHoldBuffers": 0,
  "worstSetupEndpointType": "output pin",
  "chipWidth_um": 99.79,
  "worst-endpoint-required_ns": 2.80,
  "detail_route.drc_violations": 0,
  "die_area_mm2": 0.009958
}
worst max-delay path by stage:
stage	depth (start not counted)	start	to
after global routing	4	ResultSrcW[1]$_DFF_P_	ResultW[27]
final	4	ResultSrcW[1]$_DFF_P_	ResultW[11]
after CTS	4	ResultSrcW[1]$_DFF_P_	ResultW[11]
cells in the final DEF, fill, tap and decap left out:
cell type and instances:
sky130_fd_sc_hd__bufinv_16 1, sky130_fd_sc_hd__o2bb2ai_1 22, sky130_fd_sc_hd__dfxtp_2 1, sky130_fd_sc_hd__o2bb2ai_2 10
sky130_fd_sc_hd__clkbuf_8 10, sky130_fd_sc_hd__mux2i_1 32, sky130_fd_sc_hd__buf_4 3, sky130_fd_sc_hd__dfxtp_1 103
sky130_fd_sc_hd__nor2b_4 1, sky130_fd_sc_hd__clkinvlp_4 1, sky130_fd_sc_hd__clkinv_4 1, sky130_fd_sc_hd__inv_6 3
sky130_fd_sc_hd__clkdlybuf4s50_1 142
cells by family (layout without fill, tap and decap cells):
| kind of cell | Yosys count | in the layout |
|---|---|---|
| and+or+nand+nor | 1 | 1 |
| AOI/OAI and AO/OA | 32 | 32 |
| muxes | 32 | 32 |
| buffers and inverters | 12 | 161 |
| DFF | 104 | 104 |
power groups by stage:
stage     clock network (mW)  registers, mW  logic (mW)
6_report               0.758           1.26       0.252
5_1_grt                0.840           1.27       0.273
4_1_cts                0.796           1.26       0.258
per-stage QoR:
stage               area, um^2  worst slack, ns  util (%)  hold WS, ns  std cells
floorplan                 2869            1.921         -       0.7277        181
global placement          4365            1.055     47.24        1.149        443
detailed placement        4365            1.046     47.24        1.147        443
CTS                       4576           0.6336     49.52       0.7443        459
global route              4576           0.5603     49.52       0.7390        459
finish                    4576           0.7069     49.52       0.7753        459
sequential cells by signal (all words and copies together), names as in the netlist:
signal and count:
RdW 5, ReadDataW 32, PCPlus4W 32, ResultSrcW 2, RegWriteW 1, ALUResultW 32
layer usage:
| layer | up-vias | part of all wire [%] | GRT usage, % |
|---|---|---|---|
| met4 | 0 | 1.0 | 1.244 |
| met3 | 5 | 12 | 6.445 |
| met2 | 99 | 42 | 18.62 |
| met1 | 793 | 44 | 17.05 |
| li1 | 927 | - | - |
| met5 | - | 0 | 0 |
layout make-up:
class | count | share of cell area [%]
Clock buffer | 10 | 3.008
Clock inverter | 6 | 1.586
Multi-Input combinational cell | 65 | 14.79
Sequential cell | 104 | 45.53
Tap cell | 129 | 3.527
Timing Repair Buffer | 145 | 31.56
Power figures rest on the tool's default switching activity, not on a simulated workload.
