### flow/design.v
module PC_Reg #(
    parameter WIDTH = 32
)(
  input logic              clk,
  input logic              rst,
  input logic  [WIDTH-1:0] next_PC,
  output logic [WIDTH-1:0] PC
);
always_ff @ (posedge clk, posedge rst)
  if (rst) PC <= 32'b0;
  else     PC <= next_PC;
endmodule
module PC_top #(
  parameter WIDTH = 32
)(
  input logic    clk,
  input logic    rst,
  input logic PCsrc,
  input logic [WIDTH-1:0] PCTarget,
  output logic [WIDTH-1:0] PC,
  output logic [WIDTH-1:0] PCPlus4
);
  logic [WIDTH-1:0] next_PC;
  assign PCPlus4 = PC + 4;
  assign next_PC = PCsrc ? PCTarget : PCPlus4;
PC_Reg PC_Reg
 (
  .clk (clk),
  .rst (rst),
  .next_PC (next_PC),
  .PC (PC)
);
endmodule
### flow/run.sh
#!/bin/bash
# OpenROAD 26Q1-2900-gdf79404cd8, Yosys 0.63+post, stock flow scripts
make -C /OpenROAD-flow-scripts/flow DESIGN_CONFIG=/design/flow/config.mk WORK_HOME=/design/flow/orfs finish
### flow/config.mk
export PLATFORM = sky130hd
export DESIGN_NAME = PC_top
export DESIGN_NICKNAME = PC_top
export VERILOG_FILES = /design/flow/design.v
export SDC_FILE = /design/flow/constraint.sdc
export NUM_CORES = 4
export LEC_CHECK = 1
export CORE_AREA = 10 10 111 111
export DIE_AREA = 0 0 121 121
### flow/constraint.sdc
current_design PC_top

set clk_period 7.6
set clk_io_pct 0.2

create_clock -name clk0 -period $clk_period [get_ports {clk}]

set non_clock_inputs [all_inputs -no_clocks]
set_input_delay [expr $clk_period * $clk_io_pct] -clock clk0 $non_clock_inputs
set_output_delay [expr $clk_period * $clk_io_pct] -clock clk0 [all_outputs]
==> results.ini <==
[outcome]
status=finished clean

[timing]
slew_of_the_pin_with_the_lowest_slew_margin_ps=672
timing.final.max_slew_violations=0
worst_slew_margin_rel_pct=54.8
setup_repair_after_global_routing_missed_its_margin=no
worst_hold_slack_ps=539
setup-tns-final_ps=0
fmax_ghz=0.241
setup_violations=0
min_period_over_period_pct=54.6
fin_worst_skew_ps=5.91
post_layout_minimum_cycle_time_ps=4150
hold_viol=0

[floorplan]
die.size.x_um=121
die_y_um=121
top_level_ports=99
area_of_the_core_mm2=0.00986
floorplan.rows=36
fp-utilization_pct=19.9
die_area_mm2=0.0146

[power]
power_leakage_nw=1.16
p_sw_mw=0.144
switching_share_pct=27.8
power_frac_seq_pct=42.1
internal_power_mw=0.375
clock_power_share_pct=26.8
vdd.ir_drop.worst_v=0.0000893
cellPowerDensity_mw_per_mm2=164
comb_power_share_pct=31.1

[layout]
largest_register_ff_count=32
finish.instance_area_mm2=0.00316
logic_area_mm2=0.00108
lay_top_count=clkdlybuf4s50_1
fillCellCount=987
final_layout_top_logic_cells=98 x clkdlybuf4s50_1, 32 x dfrtp_1, 21 x nand2_1, 16 x mux2_2, 13 x xnor2_1
layout.area.seq_um2=801
layout_stage_area_growth_over_the_synthesis_result_pct=60.9
reg.largest.list=PC_Reg.PC (32)
final_layout_size_suffix_gt1_share_pct=13.1
largest-register=PC_Reg.PC

[placement]
dp_hpwl_um=5510
gp_congestion=0.800
placed_area_mm2=0.00307
port_buffers=98

[setup_path]
timing.setup.critical_path_class=reg2out
critPathMaxFanout=8
critical_path_data_arrival_time_ps=2630
startpoint_class_of_the_critical_path=flip-flop
timing.rr.start=PC_Reg.PC[2]$_DFF_PP0_
required_time_reported_for_the_critical_path_endpoint_ps=6080
cell_count_of_the_worst_reg_to_reg_path=5
worstSetupEndpointType=primary output
regToRegSetupSlack_ps=5530
regToRegEndpoint=PC_Reg.PC[20]$_DFF_PP0_

[detailed_routing]
residual_drc_count=0
num_vias=1906
drtAntennaViolNets=0
dr.pass1.iters=4
wirelength_um=7010
detail_route.iter0.violations=84
diodes=0
via_per_instance_ratio=4.42
post_drt_wl_per_cell_um=16.3

[clocking]
ctsRootBufferMaster=clkbuf_8
cts_made_buffers=5
max-clock-path-buffers=2
path_clk_slew_ps=70
hold_buffers=0
htree_levels=2
cts_tree=built
clock.latency.late_pin_ps=280
cts_num_sinks=32
post-cts-setup-buffer-count=0
cts.repair.resized=0

[synth]
synth.cellmix.simpleShare_pct=25.7
synthTopLogicFamily=simple AND/OR/NAND/NOR gates
ys.flops=32
ys_warnings=1
syn-instance-count=200
xor_share_pct=7.58
synthesis.area_mm2=0.00196
netlist-cell-type-count=36
synth-compound-area-share_pct=11.8
synth_chip_area_mm2=0.00196
mux_area_fraction_pct=9.18
post_synth_fa_ha_maj_area_fraction_pct=0.637
synth.yosys.num_cells=200
postSynthSeqShare_pct=40.8
avgSynthCellArea_um2=9.82

[grt]
grt_util_all_layers_pct=9.71
global_route_wire_length_before_repair_um=11500
grt_remaining_overflow=0
grt_antenna_before_repair=0
maximum_number_of_pins_on_one_net_before_global_route_repair=33
grt_pass1_vias=2092

[worst_hold_path]
worstHoldPathCells=1
hold_path.class=reg2reg
startpoint_of_the_lowest_slack_hold_path=PC_Reg.PC[1]$_DFFE_PP0P_
hold_path_end=PC_Reg.PC[1]$_DFFE_PP0P_

[job]
drv_cap=0
openroad.warnings=25

==> how the worst max path moves through the flow <==
stage / from / endpoint / slack [ps] / cells after the start
final: PC_Reg.PC[2]$_DFF_PP0_ / PCPlus4[30] / 3450 / 6
after global routing: PC_Reg.PC[2]$_DFF_PP0_ / PCPlus4[30] / 3220 / 6
after CTS: PC_Reg.PC[2]$_DFF_PP0_ / PCPlus4[30] / 3440 / 6
==> logic make-up (layout without fill, tap and decap cells) <==
| kind of cell | after synthesis | in the layout |
|---|---|---|
| buffers and inverters | 16 | 114 |
| AOI/OAI and AO/OA | 30 | 30 |
| adders and majority gates | 1 | 1 |
| xor gates and xnor gates | 17 | 17 |
| and+or+nand+nor | 88 | 88 |
| muxes | 16 | 16 |
| DFF | 32 | 32 |
==> cell usage after synthesis (all sizes together) <==
cell type / number / area (um2)
ha: 1 / 12.5
nor4: 4 / 25.0
dfrtp: 32 / 801
nor3: 5 / 25.0
o21a: 2 / 15.0
a31oi: 7 / 43.8
and2: 1 / 7.51
and4: 6 / 55.1
mux2: 16 / 180
a311o: 1 / 10.0
a221o: 2 / 20.0
o311a: 1 / 10.0
or2: 7 / 43.8
nor2b: 1 / 6.26
or4: 7 / 56.3
o211ai: 3 / 22.5
o21ai: 1 / 5.00
xor2: 4 / 35.0
buf: 5 / 42.5
nand3: 11 / 55.1
nand2b: 4 / 25.0
o31ai: 7 / 52.6
clkbuf: 6 / 23.8
and3: 1 / 6.26
xnor2: 13 / 114
nor2: 8 / 30.0
o31a: 6 / 52.6
nand2: 21 / 78.8
inv: 5 / 18.8
nand4: 12 / 90.1
==> metrics by stage <==
stage | setup slack [ps] | utilization [%] | instances | power, mW
3_3_place_gp | 3820 | 31.1 | 423 | 0.387
6_report | 3450 | 32.0 | 431 | 0.519
5_1_grt | 3220 | 32.0 | 431 | 0.559
2_1_floorplan | 4510 | - | 200 | 0.266
3_5_place_dp | 3760 | 31.1 | 423 | 0.386
4_1_cts | 3440 | 32.0 | 431 | 0.533
==> critical path: stages (launching register included) <==
cell	delay (ps)
dfrtp_1	440
ha_1	230
and3_1	290
nand3_1	300
o31a_1	390
or2_2	290
clkdlybuf4s50_1	410
==> metal layers <==
| layer | vias to the layer above | GRT usage (%) | share of wire (%) |
|---|---|---|---|
| li1 | 943 | - | - |
| met1 | 878 | 12.9 | 44 |
| met3 | 5 | 5.01 | 13 |
| met5 | - | 0 | 0 |
| met4 | 0 | 0.603 | 0.51 |
| met2 | 80 | 14.4 | 43 |
==> power groups by stage <==
stage,sequential (mW),clock [mW],combinational (mW)
final,0.219,0.139,0.161
after global routing,0.224,0.154,0.181
after CTS,0.219,0.148,0.166
==> cell type report <==
type	count	share of cell area, %
Clock buffer	6	2.61
Inverter	5	0.594
Timing Repair Buffer	101	31.8
Multi-Input combinational cell	152	34.1
Tap cell	133	5.27
Clock inverter	2	0.317
Sequential cell	32	25.3
No activity file was given, so power comes from the tool's default toggle rates.
