File: design/flow/run.sh
#!/bin/bash
# OpenROAD 26Q1-2900-gdf79404cd8, Yosys 0.63+post, stock flow scripts
make -C /OpenROAD-flow-scripts/flow DESIGN_CONFIG=/design/flow/config.mk WORK_HOME=/design/flow/orfs finish
File: design/flow/config.mk
export PLATFORM = sky130hd
export DESIGN_NAME = register
export DESIGN_NICKNAME = register
export VERILOG_FILES = /design/flow/design.v
export SDC_FILE = /design/flow/constraint.sdc
export NUM_CORES = 4
export LEC_CHECK = 1
export CORE_UTILIZATION = 30
File: design/flow/design.v
module register #(
    parameter ADDRESS_WIDTH = 5,
              DATA_WIDTH = 32
)(
    input logic clk,
    input logic [ADDRESS_WIDTH-1:0] AD1,    
    input logic [ADDRESS_WIDTH-1:0] AD2,
    input logic [ADDRESS_WIDTH-1:0] AD3,
    input logic WE3,
    input logic [DATA_WIDTH-1:0] WD3,
    output logic [DATA_WIDTH-1:0] a0,
    output logic [DATA_WIDTH-1:0] RD1,
    output logic [DATA_WIDTH-1:0] RD2
);
    logic [DATA_WIDTH-1:0] ram_array [2**ADDRESS_WIDTH-1:0];
    always_comb begin
        RD1 = ram_array[AD1];
        RD2 = ram_array [AD2];
    end
    initial begin
        for (int i = 0; i< $size(ram_array); i++) begin
            ram_array[i] = 32'b0;
        end
    end
    always_ff @ (posedge clk) begin
        if ((WE3) && (AD3 != 0))  ram_array[AD3] <= WD3;
    end
    assign a0 = ram_array[10];
endmodule
File: design/flow/constraint.sdc
current_design register

set clk_period 7.0
set clk_io_pct 0.2

create_clock -name clk0 -period $clk_period [get_ports {clk}]

set non_clock_inputs [all_inputs -no_clocks]
set_input_delay [expr $clk_period * $clk_io_pct] -clock clk0 $non_clock_inputs
set_output_delay [expr $clk_period * $clk_io_pct] -clock clk0 [all_outputs]
==> impl_metrics.env <==
# physical design summary
export IMPL_crit_type="input pin to primary output"
export IMPL_num_fill_cells=15100
export IMPL_cp_start_kind="input pin"
export IMPL_ys_sh_xor_pct=0
export IMPL_firstDrtPassIters=8
export IMPL_most_common_layout_cells="1,024 x mux2i_1, 1,024 x edfxtp_1, 194 x nand3_1"
export IMPL_aoi_share_pct=8.04
export IMPL_clkTransAtPathRegs_ns=0.06
export IMPL_hold_path_depth=2
export IMPL_track_usage_pct=19.9
export IMPL_switching_share_pct=23.4
export IMPL_vias=30900
export IMPL_drv_cap=0
export IMPL_fmax_ghz=0.173
export IMPL_hold_viol=0
export IMPL_relSlewSlack_pct=42.5
export IMPL_vdd_drop_max_mv=0.201
export IMPL_grt_pass1_wl_um=223000
export IMPL_cts_buffer_depth=3
export IMPL_routed_wl_um=156000
export IMPL_area_leaders="edfxtp_1 63%, mux2i_1 21%, a22oi_1 3.0%, a22o_1 2.3%, nand3_1 2.0%"
export IMPL_cts_buffers=102
export IMPL_die_x_um=405
export IMPL_antenna_found_initial=14
export IMPL_grt_ovfl_total=0
export IMPL_ctsHoldBuffers=0
export IMPL_rows=147
export IMPL_syn_area_um2=48800
export IMPL_die_area_um2=164000
export IMPL_power_density_nw_per_um2=238
export IMPL_p_clk_share_pct=39.0
export IMPL_top_area_cell="edfxtp_1"
export IMPL_finalClockPeriodUsage_pct=82.6
export IMPL_p_switching_w=0.00313
export IMPL_grt_pass1_vias=32200
export IMPL_warnings=26
export IMPL_fin_setup_tns_ns=0
export IMPL_slowest_stage="clkdlybuf4s50_1"
export IMPL_setup_viol=0
export IMPL_critPathRequiredTime_ns=5.60
export IMPL_drtAntennaViolNets=0
export IMPL_syn_instance_count=3386
export IMPL_syn_area_per_cell_um2=14.4
export IMPL_grt_max_degree=73
export IMPL_ys_cells=3386
export IMPL_postCtsResizedCells=0
export IMPL_min_to="ram_array[31][12]$_DFFE_PP_"
export IMPL_ys_seq_share_pct=63.0
export IMPL_drive_above_1_share_pct=8.83
export IMPL_dp_hpwl_um=87900
export IMPL_ys_types=24
export IMPL_seqPwrFrac_pct=51.4
export IMPL_status="finished, final reports clean"
export IMPL_hp_start="WD3[12]"
export IMPL_design_area_um2=56300
export IMPL_final_util_pct=35.0
export IMPL_initialDrtViolationCount=2052
export IMPL_place_area_um2=53200
export IMPL_yosys_stat_area_um2=48800
export IMPL_path_common_cell="clkdlybuf4s50_1"
export IMPL_p_int_w=0.0102
export IMPL_drc=0
export IMPL_synthAdderAreaFrac_pct=0
export IMPL_crit_arrival_ns=4.38
export IMPL_path_cells="clkdlybuf4s50_1 > nor2b_4 > buf_4 > a21oi_1 > a31oi_1 > nand3_1 > clkdlybuf4s50_1"
export IMPL_top_logic_kind="multiplexers"
export IMPL_fp_util_pct=30.3
export IMPL_worstPathMaxFanout=34
export IMPL_cts_setup_buffers=0
export IMPL_critPathMaxStageDelay_ns=0.62
export IMPL_die_h_um=405
export IMPL_ys_flops=1024
export IMPL_critPathLaunch="AD2[0]"
export IMPL_regMostFlops="ram_array"
export IMPL_portBuffers=144
export IMPL_avgViaCountPerCell=5.35
export IMPL_area_growth_pct=15.5
export IMPL_h_tree_depth=3
export IMPL_worst_pin_slew_ns=0.860
export IMPL_cts_sinks=1024
export IMPL_mux_share_pct=21.0
export IMPL_hp_class="input pin to flop"
export IMPL_fin_crit_ns=5.78
export IMPL_yosys_warnings=1
export IMPL_pin_count=145
export IMPL_largest_register_ffs=1024
export IMPL_synthSimpleGateAreaFrac_pct=4.71
export IMPL_pwr_share_comb_pct=9.7
export IMPL_top_regs="ram_array (1024)"
export IMPL_core_um2=161000
export IMPL_routedWlPerCell_um=27.0
export IMPL_clockRootBuffer="clkbuf_16"
export IMPL_gp_congestion=0.872
export IMPL_worstSetupEndpointType="primary output"
export IMPL_leakage_nw=20.4
export IMPL_cts_tree="built"
export IMPL_top_cell_area_share_pct=63.0
export IMPL_rsz0062_at_grt="no"
export IMPL_slew_violations=0
-- layer usage --
| layer | vias up | track usage, % | part of all wire [%] |
|---|---|---|---|
| met3 | 305 | 13.4 | 16 |
| met5 | - | 0.506 | 0.14 |
| li1 | 13700 | - | - |
| met2 | 1736 | 29.7 | 45 |
| met4 | 24 | 5.07 | 3.1 |
| met1 | 15200 | 23.8 | 36 |
-- cells in the mapped netlist --
| library cell | number |
|---|---|
| or3b_2 | 3 |
| nor3_1 | 64 |
| a22o_1 | 128 |
| conb_1 | 1 |
| and2_1 | 2 |
| buf_4 | 49 |
| or2_2 | 2 |
| nand3b_1 | 5 |
| nand3_1 | 194 |
| nor2_1 | 34 |
| clkbuf_4 | 4 |
| nor2b_1 | 4 |
| nand2_1 | 195 |
| nand2b_1 | 4 |
| clkbuf_1 | 81 |
| a22oi_1 | 192 |
| edfxtp_1 | 1024 |
| mux2i_1 | 1024 |
| buf_1 | 10 |
| or3_1 | 1 |
| buf_2 | 64 |
| a21oi_1 | 192 |
| a31oi_1 | 64 |
| buf_6 | 45 |
-- layout make-up --
cell class,count,area [um2],share of cell area (%)
Tap cell,2160,2700,4.80
Sequential cell,1024,30700,54.6
Multi-Input combinational cell,2140,16900,30.0
Antenna cell,2,5.00,0.00888
Clock inverter,58,472,0.837
Timing Repair Buffer,282,2900,5.15
Clock buffer,120,2620,4.65
-- stage by stage --
stage                     hold WS (ns)  total power (W)  setup slack [ns]  instances
after floorplan                   1.50          0.00771              3.14       3417
after global placement            2.20          0.00829              1.29       5606
after detailed placement          2.20          0.00829              1.28       5606
after CTS                         1.47           0.0135              1.28       5784
after global routing              1.53           0.0138              1.11       5784
final                             1.52           0.0134              1.22       5786
-- cells by family after synthesis --
family / after synthesis
buf+inv: 253
compound gates: 576
other cells: 1
simple gates: 508
flops: 1024
mux: 1024
-- power by group through the flow --
stage     Combinational, W  Sequential (W)  Clock (W)
4_1_cts            0.00129         0.00687    0.00529
5_1_grt            0.00138         0.00688    0.00551
6_report           0.00129         0.00687    0.00522
-- critical path: cells and delay by family --
family	cells	cell delay (ns)
and+or+nand+nor	2	0.78
buffers and inverters	3	1.73
AOI/OAI and AO/OA	2	0.44
-- how the worst max path moves through the flow --
| stage | endpoint | depth (start not counted) |
|---|---|---|
| 4_1_cts | RD2[25] | 7 |
| 5_1_grt | RD2[11] | 8 |
| 6_report | RD2[25] | 7 |
Power and IR drop assume default switching activity.
